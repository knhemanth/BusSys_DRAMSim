$ cat design/flow/config.mk
export PLATFORM = sky130hd
export DESIGN_NAME = sdram_regfile
export DESIGN_NICKNAME = sdram_regfile
export VERILOG_FILES = /design/flow/design.v
export SDC_FILE = /design/flow/constraint.sdc
export NUM_CORES = 4
export LEC_CHECK = 1
export CORE_UTILIZATION = 40
$ cat design/flow/constraint.sdc
current_design sdram_regfile

set clk_period 2.1
set clk_io_pct 0.2

create_clock -name clk0 -period $clk_period [get_ports {Clk}]

set non_clock_inputs [all_inputs -no_clocks]
set_input_delay [expr $clk_period * $clk_io_pct] -clock clk0 $non_clock_inputs
set_output_delay [expr $clk_period * $clk_io_pct] -clock clk0 [all_outputs]
$ cat design/flow/design.v
`timescale 1ns / 1ps
module Mux8to1
#( parameter BITWIDTH=8 )
(
	DataOut,
	In1,
	In2,
	In3,
	In4,
	In5,
	In6,
	In7,
	In8,
	Sel
);
output [BITWIDTH-1:0] DataOut;
input [BITWIDTH-1:0] In1;
input [BITWIDTH-1:0] In2;
input [BITWIDTH-1:0] In3;
input [BITWIDTH-1:0] In4;
input [BITWIDTH-1:0] In5;
input [BITWIDTH-1:0] In6;
input [BITWIDTH-1:0] In7;
input [BITWIDTH-1:0] In8;
input [2:0] Sel;
wire [(BITWIDTH*8)-1:0] muxIn;
assign muxIn[(BITWIDTH*8)-1:(BITWIDTH*7)] = In1;
assign muxIn[(BITWIDTH*7)-1:(BITWIDTH*6)] = In2;
assign muxIn[(BITWIDTH*6)-1:(BITWIDTH*5)] = In3;
assign muxIn[(BITWIDTH*5)-1:(BITWIDTH*4)] = In4;
assign muxIn[(BITWIDTH*4)-1:(BITWIDTH*3)] = In5;
assign muxIn[(BITWIDTH*3)-1:(BITWIDTH*2)] = In6;
assign muxIn[(BITWIDTH*2)-1:(BITWIDTH)] = In7;
assign muxIn[BITWIDTH-1:0] = In8;
GenericMux #( .SEL_WIDTH(3), .DATA_WIDTH(BITWIDTH) ) mux8to1
(
	.Out(DataOut),
	.In(muxIn),
	.Sel(Sel)
);
endmodule
`timescale 1ns / 1ps
module sdram_regfile
(
	tburst,
	tburst_config,
	addr_mode,
	tlat,
	tpre,
	twait,
	tcas,
	CS,
	RAS,
	CAS,
	WeIn,
	Clk,
	Rst,
	AddrIn
);
output [7:0] tburst;			 
output [2:0] tburst_config;  
output addr_mode;				 
output [3:0] tlat;				 
output [7:0] tpre;				 
output [7:0] twait;				 
output [7:0] tcas;				 
input CS;						 
input RAS;						 
input CAS;						 
input WeIn;						 
input Clk;						 
input Rst;						 
input [31:0] AddrIn;			 
wire prog_reg_en;				 
wire one_time_en;				 
wire ote_ff_en;
wire ote_ff_out;
wire [7 : 0] BurstLenWire;
and(prog_reg_en, ~(CS), ~(RAS), ~(CAS), ~(WeIn));
Mux8to1 #(.BITWIDTH(8)) BurstLengthMux 
(
	.DataOut(BurstLenWire),
	.In1(8'd1),
	.In2(8'd2),
	.In3(8'd4),
	.In4(8'd8),
	.In5(8'd16),
	.In6(8'd32),
	.In7(8'd64),
	.In8(8'd255),  
	.Sel(AddrIn[2:0])
);
EnDflipFlop #( .BITWIDTH(8) ) reg_burst
(
	.q(tburst),
	.qbar(),
	.d(BurstLenWire),
	.clk(Clk),
	.reset(Rst),
	.en(prog_reg_en)
);
EnDflipFlop #( .BITWIDTH(3) ) reg_burst_config
(
	.q(tburst_config),
	.qbar(),
	.d(AddrIn[2:0]),
	.clk(Clk),
	.reset(Rst),
	.en(prog_reg_en)
);
EnDflipFlop #( .BITWIDTH(1) ) reg_addr_mode
(
	.q(addr_mode),
	.qbar(),
	.d(AddrIn[3]),
	.clk(Clk),
	.reset(Rst),
	.en(prog_reg_en)
);
EnDflipFlop #( .BITWIDTH(4) ) reg_lat
(
	.q(tlat),
	.qbar(),
	.d(AddrIn[7:4]),
	.clk(Clk),
	.reset(Rst),
	.en(one_time_en)
);
EnDflipFlop #( .BITWIDTH(8) ) reg_pre
(
	.q(tpre),
	.qbar(),
	.d(AddrIn[15:8]),
	.clk(Clk),
	.reset(Rst),
	.en(one_time_en)
);
EnDflipFlop #( .BITWIDTH(8) ) reg_wait
(
	.q(twait),
	.qbar(),
	.d(AddrIn[23:16]),
	.clk(Clk),
	.reset(Rst),
	.en(one_time_en)
);
EnDflipFlop #( .BITWIDTH(8) ) reg_cas
(
	.q(tcas),
	.qbar(),
	.d(AddrIn[31:24]),
	.clk(Clk),
	.reset(Rst),
	.en(one_time_en)
);
and(ote_ff_en, ~(ote_ff_out), prog_reg_en);
assign one_time_en = ~(ote_ff_out);
EnDflipFlop ote_ff
(
	.q(ote_ff_out),
	.qbar(),
	.d(1'b1),
	.clk(Clk),
	.reset(Rst),
	.en(ote_ff_en)
);
endmodule
`timescale 1ns / 1ps
module EnDflipFlop
#(parameter BITWIDTH=1, PATH_DELAY=3)		 
(
	q,
	qbar,
	d,
	clk,
	reset,
	en
);
output reg [BITWIDTH-1:0] q;
output reg [BITWIDTH-1:0] qbar;
input	 [BITWIDTH-1:0] d;
input	 clk;
input  reset;
input	 en;
always@(posedge clk or posedge reset)		 
begin
	if( reset == 1'b1 )
	begin
		q <= #(PATH_DELAY) {BITWIDTH{1'b0}};
		qbar <= #(PATH_DELAY) {BITWIDTH{1'b1}};
	end
	else
	begin
		if( en == 1'b1 )
		begin
			q <= #(PATH_DELAY) d;
			qbar <= #(PATH_DELAY) ~d;
		end
	end
end
endmodule
`timescale 1ns / 1ps
module GenericMux
#( 
	parameter SEL_WIDTH = 1,		 
	parameter DATA_WIDTH = 8		 
)
(
	Out,
	In,
	Sel
);
	output [ DATA_WIDTH-1:0 ]								Out;		 
	input	 [ SEL_WIDTH-1:0 ]								Sel;		 
	input	 [ ((2**SEL_WIDTH)*DATA_WIDTH)-1:0 ]		In;		 
	wire	 [ DATA_WIDTH-1:0 ] connect_bus [ (2**SEL_WIDTH)-1:0 ];
	genvar gen;
	generate for( gen = 0; gen < (2**SEL_WIDTH); gen = gen + 1 )
	begin:	generate_block_mux
		assign connect_bus[(2**SEL_WIDTH)-1-gen]	=	In[ ( ( DATA_WIDTH*gen )+DATA_WIDTH-1 ):(DATA_WIDTH*gen)];
	end
	endgenerate
	assign Out = connect_bus[Sel];
endmodule
$ cat design/flow/run.sh
#!/bin/bash
# OpenROAD 26Q1-2900-gdf79404cd8, Yosys 0.63+post, stock flow scripts
make -C /OpenROAD-flow-scripts/flow DESIGN_CONFIG=/design/flow/config.mk WORK_HOME=/design/flow/orfs finish
==> flow_summary_export.csv <==
group,metric,value,unit
critical_path,r2r_cells,2,
clock_network,ctsHoldBuffers,0,
final_timing,max_freq,581,MHz
yosys,synth_flops,41,
hold_path,hold_path_end,"reg_pre.q[4]$_DFFE_PP0N_",
final_timing,setup_viol,0,
final_timing,setup_slack,378,ps
critical_path,cp_slowest_stage_delay,420,ps
floorplanning,die_h,66.6,µm
grt,grt_pass1_vias,1180,
critical_path,worstPathCellList,"clkdlybuf4s50_1 > buf_4 > nor4_1 > buf_4 > mux2_2",
yosys,synth-area-yosys,1670,µm²
outcome,status,"finished clean",
clock_network,cts_root_buf,"clkbuf_8",
final_timing,hold_viol,0,
layout,area_growth,54.5,%
layout,layout-drive-gt1-share,24.7,%
critical_path,rr_endpoint,"reg_wait.q[2]$_DFFE_PP0N_",
final_timing,finalMaxSlewViolations,0,
hold_path,hp-start,"reg_pre.q[4]$_DFFE_PP0N_",
final_timing,period_needed,1720,ps
clock_network,path_clk_slew,70,ps
critical_path,worst-path-max-fanout,8,
yosys,syn_inst,111,
floorplanning,dieArea,4440,µm²
yosys,most_common_cell,"dfrtp_1",
power,p_leak,1.09,nW
grt,grt_max_degree,42,
route,drt-total-wl,3300,µm
final_timing,clock_skew,3.55,ps
layout,n_fill_cell,298,
yosys,yosys_cells,111,
clock_network,cts_tree,"done",
critical_path,cp_top_family,"buffers and inverters",
clock_network,clock_sinks,41,
yosys,synth_seq_share,61.4,%
yosys,synthArstFlopShare,100,%
route,viasPerCell,4.93,
grt,grt_usage,16.2,%
route,diodes,0,
layout,seq_area,1030,µm²
placement,dp_slack,80.6,ps
route,drtAntennaViolNets,0,
final_timing,rsz0062_at_grt,"false",
final_timing,finalSetupTns,0,ps
critical_path,rrSetupSlack,1040,ps
yosys,ys_warn_count,6,
critical_path,path_class,"input port to flop",
hold_path,whs_path_depth,1,
route,vias,1203,
floorplanning,core,4000,µm²
yosys,synth_cell_types,17,
hold_path,worstHoldPathType,"flop to flop",
yosys,syn_area_per_cell,15.1,µm²
critical_path,cp.arrival,1890,ps
grt,grt_pass1_wl,5300,µm
flow_run,tool_warnings,26,
clock_network,cts_buffers,5,
route,drtIter0Drc,42,
critical_path,critPathMostFrequentCell,"buf_4",
final_timing,fin_crit_sh,82.0,%
yosys,topCellsByArea,"dfrtp_1 (61%), mux2_2 (21%), o41ai_1 (3.7%)",
final_timing,fin_hold_ws,505,ps
yosys,common_cells,"dfrtp_1 (41), mux2_2 (31), o31ai_1 (7), o41ai_1 (7), inv_1 (4)",
final_timing,slew_headroom,66.4,%
critical_path,critPathCaptureType,"flop",
layout,logic_area,568,µm²
critical_path,slowest_stage,"clkdlybuf4s50_1",
clock_network,clock_latency,280,ps
placement,post-dp-hpwl,2430,µm
floorplanning,ios,78,
floorplanning,fp_util,41.8,%
clock_network,htree_num_levels,2,
route,drc,0,
grt,overflow,0,
final_timing,tightestPinTransition,504,ps
yosys,synthFlopType,"dfrtp_1",
yosys,synth.cell_area,1670,µm²
placement,portBuffers,77,
yosys,top_area_cell,"dfrtp_1",
critical_path,start_kind,"input port",
critical_path,crit_buf_inv,3,
critical_path,reg2reg_from,"ote_ff.q$_DFFE_PP0P_",
yosys,synth_top_area_share,61.4,%
placement,place_congestion,0.861,
power,vdd_ir_drop_max,0.451,mV
clock_network,cts.repair.resized,0,
clock_network,cts_buffer_depth,2,
floorplanning,num_rows,23,
route,drtPass1Iterations,6,
power,p_per_area,1050,nW/µm²
critical_path,critPathRequiredTime,2270,ps
route,routedWlPerCell,13.5,µm
flow_run,maxCapViolations,0,
grt,antenna_found_initial,0,
yosys,edf_count,0,
floorplanning,die-width,66.6,µm
clock_network,cts_setup_buffers,0,
layout,final_util,64.6,%
state kept, by name, summed over array words and instances, names as in the netlist:
register	count
reg_wait.q	8
reg_burst.q	8
ote_ff.q	1
reg_lat.q	4
reg_pre.q	8
reg_burst_config.q	3
reg_addr_mode.q	1
reg_cas.q	8
report_power, final:
group	total, mW	switching (mW)	internal, mW
sequential	1.25	0.148	1.11
combinational	0.980	0.173	0.807
clock	0.474	0.238	0.236
total	2.71	0.558	2.15
cell type report:
type	instances	share of cell area (%)
Inverter	4	0.581
Clock buffer	8	3.10
Multi-Input combinational cell	56	22.0
Timing Repair Buffer	85	32.2
Sequential cell	41	39.7
Tap cell	50	2.42
layout by cell type (no fill, tap or decap), drive strengths merged:
master,netlist,routed
mux2,33,33
o41ai,7,7
a21boi,1,1
inv,4,4
and3,1,1
nor4,1,1
o21ba,1,1
or2b,1,1
or4,1,1
xor2,3,3
buf,7,8
clkdlybuf4s50,0,77
dfrtp,41,41
o31ai,7,7
clkbuf,3,8
through the flow:
| stage | std cells | cell area (µm²) | total power [mW] |
|---|---|---|---|
| after floorplan | 111 | 1670 | 1.50 |
| after global placement | 236 | 2500 | 2.24 |
| after detailed placement | 236 | 2500 | 2.26 |
| after CTS | 244 | 2580 | 2.76 |
| after global routing | 244 | 2580 | 2.91 |
| final | 244 | 2580 | 2.71 |
layer usage:
layer / vias to the layer above / GRT usage, % / part of all wire, %
li1: 564 / - / -
met1: 581 / 23.7 / 44
met2: 52 / 25.4 / 46
met3: 6 / 4.34 / 8.1
met4: 0 / 3.19 / 1.8
met5: - / 0 / 0
cell families after synthesis:
group | synth area share [%]
AND-OR/OR-AND | 7.86
XOR/XNOR | 1.57
buffers and inverters | 4.64
flip-flops | 61.4
multiplexers | 22.7
AND/OR/NAND/NOR | 1.87
worst max-delay path by stage:
| stage | start | to | slack [ps] | cells after the start |
|---|---|---|---|---|
| CTS | RAS | reg_addr_mode.q$_DFFE_PP0P_ | 380 | 5 |
| global route | RAS | reg_burst_config.q[2]$_DFFE_PP0P_ | 320 | 5 |
| finish | RAS | reg_addr_mode.q$_DFFE_PP0P_ | 380 | 5 |
No activity file was given, so power comes from the tool's default toggle rates.
