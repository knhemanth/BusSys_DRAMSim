==> flow/design.v <==
`timescale 1ns / 1ps
module SlaveMemCore
#(
	parameter DATAWIDTH = 32,		 
	parameter ADDRWIDTH = 8, 		 
	parameter PROPDELAY = 3			 
)
(
	DataOut,
	DataIn,
	RdAddrIn,
	WrAddrIn,
	Wen,
	Ren
);
output reg [DATAWIDTH-1:0] DataOut;	 
input		[DATAWIDTH-1:0] DataIn;		 
input		[ADDRWIDTH-1:0] RdAddrIn;	 
input		[ADDRWIDTH-1:0] WrAddrIn;	 
input		Wen;								 
input		Ren;								 
reg 		[DATAWIDTH-1:0] Memory_Core [(2**ADDRWIDTH)-1:0];
 always@(DataIn, WrAddrIn, Wen)	 
 begin
	if( Wen == 1'b1 )
		Memory_Core[WrAddrIn] <= DataIn;
 end
 always@(Ren, RdAddrIn)			 
 begin
	if( Ren == 1'b1 )
		DataOut <= #(PROPDELAY) Memory_Core[RdAddrIn];
 end
endmodule
`timescale 1ns / 1ps
module SlaveMemCtrl
(
	RdAddr,
	WrAddr,
	Wen,
	Ren,
	MemDataIn,
	RDataOut,
	Ready,
	EN,
	Address,
	Control,
	WData,
	Clk,
	Rst
);
output reg [9:0] RdAddr;
output reg [9:0] WrAddr;
output reg Wen;
output reg Ren;
output reg [31:0] MemDataIn;
output reg [31:0] RDataOut;
output reg Ready;
input EN;
input [31:0] Address;
input [8:0] Control;
input [31:0] WData;
input Clk;
input Rst;
wire [1:0] status;
wire [3:0] burst;
wire [1:0] size;
wire write;
reg [31:0] MemRdData;
reg [1:0] write_ps;
reg [1:0] write_ns;
assign status 	= Control[8:7];
assign burst 	= Control[6:3];
assign size		= Control[2:1];
assign write	= Control[0];
SlaveMemCore #(.ADDRWIDTH(10)) Slave1(
	.DataOut(MemRdData), 
	.DataIn(MemDataIn),
	.RdAddrIn(RdAddr),
	.WrAddrIn(WrAddr),
	.Wen(Wen),
	.Ren(Ren)
);
always@(posedge Clk)
begin
	if( Rst == 1'b1 )
		write_ps <= 2'b00;
	else if(Rst == 1'b0)
	begin
		write_ps <= write_ns;
		case(write_ns)
		2'b00:
		begin
			Ren <= 1'b0;
			Wen <= 1'b0;
			Ready <= 1'b1;
		end
		2'b01:
		begin
			RdAddr <= Address;
			Ren <= 1'b1;
			Wen <= 1'b0;		 
			WrAddr <= RdAddr;
		end
		2'b10:
		begin
			MemDataIn <= MemRdData;		 
			MemDataIn <= WData;			 
			Wen <= 1'b1;
			RdAddr <= Address;
			Ren <= 1'b1;
			WrAddr <= RdAddr;
		end
		2'b11:
		begin
			Ren = 1'b0;
			MemDataIn <= MemRdData;		 
			MemDataIn <= WData;			 
			Wen <= 1'b1;
		end
		endcase
	end
end
always@(write_ps or write or EN)
begin
	if(EN == 1'b1)
	begin
		case(write_ps)
			2'b00:
			begin
				if(write == 1'b1)
					write_ns <= 2'b01;
			end
			2'b01:
			begin
				if(write == 1'b1)
					write_ns <= 2'b10;
				else if(write == 1'b0)
					write_ns <= 2'b11;
			end
			2'b10:
			begin
				if(write == 1'b0)
					write_ns <= 2'b11;
				else if(write == 1'b1)
					write_ns <= 2'b10;
			end
			2'b11:
			begin
				if(write == 1'b1)
					write_ns <= 2'b01;
				else if(write == 1'b0)
					write_ns <= 2'b00;
			end
		endcase
	end
end
endmodule
==> flow/run.sh <==
#!/bin/bash
# OpenROAD 26Q1-2900-gdf79404cd8, Yosys 0.63+post, stock flow scripts
make -C /OpenROAD-flow-scripts/flow DESIGN_CONFIG=/design/flow/config.mk WORK_HOME=/design/flow/orfs finish
==> flow/config.mk <==
export PLATFORM = sky130hd
export DESIGN_NAME = SlaveMemCtrl
export DESIGN_NICKNAME = SlaveMemCtrl
export VERILOG_FILES = /design/flow/design.v
export SDC_FILE = /design/flow/constraint.sdc
export NUM_CORES = 4
export LEC_CHECK = 1
export CORE_UTILIZATION = 40
==> flow/constraint.sdc <==
current_design SlaveMemCtrl

set clk_period 2.9
set clk_io_pct 0.2

create_clock -name clk0 -period $clk_period [get_ports {Clk}]

set non_clock_inputs [all_inputs -no_clocks]
set_input_delay [expr $clk_period * $clk_io_pct] -clock clk0 $non_clock_inputs
set_output_delay [expr $clk_period * $clk_io_pct] -clock clk0 [all_outputs]
==> results.py <==
# Metrics from the implementation run
metrics = {
    "global_route": {
        "grt-ovfl-total": 0,
        "grt_pass1_wl_um": 5430,
        "track_usage_pct": 14.3,
        "grt_max_degree": 33,
        "antenna_found_initial": 0,
        "grt_pass1_vias": 1042,
    },
    "yosys": {
        "yosysCellCount": 113,
        "synthCells": 113,
        "synth_cell_types": 14,
        "synth.avg_cell_area_um2": 18.5,
        "ys.flops": 58,
        "ys_warn_count": 35,
        "yosys_area_mm2": 0.00209,
        "synth_area_mm2": 0.00209,
    },
    "worst_setup_path": {
        "cp.required_ns": 2.32,
        "startpoint_type": "flop",
        "max_stage_delay_ns": 0.48,
        "critPathKind": "flop to primary output",
        "critPathTopFamily": "buffers and inverters",
        "critPathBufInv": 1,
        "cp_cell_sequence": "clkdlybuf4s50_1",
        "cp-end-kind": "primary output",
        "worstPathArrival_ns": 1.14,
        "crit_path_max_fanout": 2,
        "critPathSlowestCell": "clkdlybuf4s50_1",
    },
    "timing": {
        "clock.fmax_mhz": 580,
        "untimed_endpoints": 4,
        "fin_tns_setup_ns": 0,
        "post-route-period-util_pct": 59.4,
        "hold_viol": 0,
        "finalMaxSlewViolations": 0,
        "rsz0062_at_grt": "no",
        "fin_skew_ns": 0.000252,
        "final-setup-viol-count": 0,
        "unclocked_pins": 2,
        "min_period_ns": 1.72,
    },
    "floorplan": {
        "die_y_um": 74.3,
        "rows": 25,
        "core_util_floorplan_pct": 42.8,
        "coreArea_mm2": 0.00488,
        "pin_count": 163,
        "die_x_um": 74.3,
        "chip_area_mm2": 0.00552,
    },
    "routing": {
        "routed_wl_um": 3810,
        "via_count": 1176,
        "drtPass1Iterations": 4,
        "routedWlPerCell_um": 13.4,
        "diodes": 0,
        "antenna_left": 0,
        "drt_iter0_drc": 40,
        "drc": 0,
        "via_per_inst": 4.13,
    },
    "cts": {
        "cts.root.buffer_cell": "clkbuf_8",
        "cts_made_buffers": 5,
        "cts_buffer_depth": 2,
        "insertion_delay_ns": 0.30,
        "post_cts.repair.setup_buffers": 0,
        "cts.repair.resized": 0,
        "cts_tree": "built",
        "ctsHtreeMaxLevel": 2,
        "cts_hold_buf": 0,
        "cts.clk_slew.worst_paths_ns": 0.09,
    },
    "cells_and_area": {
        "synthToLayoutAreaGrowth_pct": 49.4,
        "n_fill_cell": 364,
        "layout-drive-gt1-share_pct": 4.59,
        "final_cells": 285,
        "fin_area_mm2": 0.00312,
    },
    "placed_design": {
        "gp_congestion": 0.786,
        "dp.cells": 278,
        "portBuffers": 99,
        "placed_cell_area_mm2": 0.00304,
        "hpwlAfterDp_um": 2880,
    },
    "power_and_ir_drop": {
        "p_leak_nw": 1.17,
        "ir_drop_mv": 0.228,
        "p_total_w": 0.00167,
        "powerDensity_mw_per_mm2": 535,
    },
    "job": {
        "drv_cap": 0,
        "warnings": 58,
    },
    "run_status": {
        "status": "completed",
    },
    "worst_hold_path": {
        "hp-class": "flop to flop",
    },
}
-- area by class of cell --
class	count	area, um^2	area share, %
Inverter	5	18.8	0.601
Timing Repair Buffer	100	998	32.0
Clock inverter	2	12.5	0.401
Clock buffer	5	68.8	2.20
Tap cell	67	83.8	2.69
Multi-Input combinational cell	48	248	7.94
Sequential cell	58	1690	54.2
-- placed cells by master (no fill, tap or decap) --
cell,instances
o21ai_0,1
or2_4,1
clkinvlp_4,1
conb_1,33
dfxtp_1,2
clkinv_2,1
and2_1,1
and2_4,1
inv_1,5
edfxtp_1,54
a211o_1,1
clkbuf_8,5
nor2_1,3
nor2b_1,2
clkdlybuf4s50_1,99
ha_1,5
buf_4,1
dlxtn_1,2
-- metrics by stage --
stage / hold WS, ns / worst slack (ns) / util, %
6_report: 0.460 / 1.18 / 64.0
5_1_grt: 0.474 / 1.13 / 64.0
4_1_cts: 0.461 / 1.16 / 64.0
3_5_place_dp: 0.439 / 0.916 / 62.3
3_3_place_gp: 0.427 / 0.956 / 62.3
2_1_floorplan: 0.400 / 1.05 / -
-- cells by family (layout without fill, tap and decap cells) --
group	count (synthesis)	count (layout)	synth area share [%]
DFF	56	56	79.5
latches	2	2	1.44
other	2	33	0.359
and+or+nand+nor	8	8	2.28
buffers and inverters	38	112	12.8
AOI/OAI and AO/OA	2	2	0.659
adders and majority gates	5	5	2.99
-- synthesized netlist by cell type --
| cell | number | area share, % |
|---|---|---|
| nor2b_1 | 2 | 0.60 |
| and2_1 | 1 | 0.30 |
| dlxtn_1 | 2 | 1.4 |
| buf_4 | 33 | 12 |
| conb_1 | 2 | 0.36 |
| or2_4 | 1 | 0.42 |
| a211o_1 | 1 | 0.42 |
| ha_1 | 5 | 3.0 |
| inv_1 | 5 | 0.90 |
| nor2_1 | 3 | 0.54 |
| o21ai_0 | 1 | 0.24 |
| and2_4 | 1 | 0.42 |
| dfxtp_1 | 2 | 1.9 |
| edfxtp_1 | 54 | 78 |
-- power breakdown --
group | switching, W | leakage [nW] | internal (W)
registers | 0.0000253 | 0.538 | 0.000998
logic | 0.0000753 | 0.589 | 0.000182
clock network | 0.000227 | 0.0400 | 0.000164
total | 0.000328 | 1.17 | 0.00134
-- layer usage --
layer  vias to the layer above  GRT usage (%)  routed length, um
met5                         -              0                  0
met4                         0           1.68                 45
met3                         4           5.36                486
met2                        88           19.4               1650
met1                       548           25.5               1630
li1                        536              -                  -
-- final timing paths --
check             from        end  slack (ns)  cells after the start
max          RdAddr[9]  RdAddr[9]        1.18                      1
min          RdAddr[2]  WrAddr[2]        0.46                      0
min reg2reg  RdAddr[2]  WrAddr[2]        0.46                      0
max reg2reg  RdAddr[9]  WrAddr[9]        2.24                      0
-- state kept, by name, indices dropped and copies added, names as in the netlist --
name / flops
write_ns: 2
RdAddr: 10
write_ps: 2
Wen: 1
WrAddr: 10
Ren: 1
MemDataIn: 32
Power is estimated from default activity; no workload was simulated.
